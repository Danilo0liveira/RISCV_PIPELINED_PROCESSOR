<file path="flow/config.mk">
export PLATFORM = sky130hd
export DESIGN_NAME = RegisterFile
export DESIGN_NICKNAME = RegisterFile
export VERILOG_FILES = /design/flow/design.v
export SDC_FILE = /design/flow/constraint.sdc
export NUM_CORES = 4
export LEC_CHECK = 1
export CORE_UTILIZATION = 50
</file>
<file path="flow/constraint.sdc">
current_design RegisterFile

set clk_period 2.8
set clk_io_pct 0.2

create_clock -name clk0 -period $clk_period [get_ports {clk}]

set non_clock_inputs [all_inputs -no_clocks]
set_input_delay [expr $clk_period * $clk_io_pct] -clock clk0 $non_clock_inputs
set_output_delay [expr $clk_period * $clk_io_pct] -clock clk0 [all_outputs]
</file>
<file path="flow/design.v">
module RegisterFile
(
	input clk, rst, write_enable, 
	input [7:0] write_data,
	input [2:0] write_address, ra1, ra2,
  	output reg [7:0] rd1, rd2,
  	output reg [7:0] r0, r1, r2, r3, r4, r5, r6, r7
);
  	reg [7:0] registers [7:0];
  	always@*
	begin
		rd1 = registers[ra1];
		rd2 = registers[ra2];
      	r0 = registers[0];
		r1 = registers[1];
		r2 = registers[2];
		r3 = registers[3];
		r4 = registers[4];
		r5 = registers[5];
		r6 = registers[6];
		r7 = registers[7];
	end
  	always@(negedge clk or negedge rst)
	begin
		if(!rst)
		 begin
			registers[0] <= 8'b0;
			registers[1] <= 8'b0;
			registers[2] <= 8'b0;
			registers[3] <= 8'b0;
			registers[4] <= 8'b0;
			registers[5] <= 8'b0;
			registers[6] <= 8'b0;
			registers[7] <= 8'b0;
		 end
      else if(write_enable && (write_address!=3'b0))
		begin
			registers[write_address] <= write_data;
		end
	end
endmodule
</file>
<file path="flow/run.sh">
#!/bin/bash
# OpenROAD 26Q1-2900-gdf79404cd8, Yosys 0.63+post, stock flow scripts
make -C /OpenROAD-flow-scripts/flow DESIGN_CONFIG=/design/flow/config.mk WORK_HOME=/design/flow/orfs finish
</file>
==> flow_metrics.tcl <==
# collected from the flow reports
set metrics [dict create \
    ys_top_logic_family "multiplexers" \
    mux_share_pct 34.58 \
    pre_cts_ws_ns -0.7686 \
    die_x_microns 85.44 \
    yosys-stat-cells 259 \
    die.size.y_microns 85.44 \
    syn_area_sq_um 3481 \
    placedCellCount 510 \
    synthTopCellsByCount "64 x dfrtn_1, 57 x mux2_2, 14 x clkbuf_1" \
    yosysChipArea_sq_um 3481 \
    top_area_cell "dfrtn_1" \
    async_flop_share_pct 100.0 \
    ff_type "dfrtn_1" \
    ctsHoldBuffers 0 \
    ys_seq_share_pct 46.01 \
    ys_sh_adder_pct 0 \
    cts-root-buf "clkbuf_8" \
    synth-compound-area-share_pct 8.339 \
    cts_resized 423 \
    ys_warn_count 2 \
    synth_area_per_cell_sq_um 13.44 \
    synth_top_area_share_pct 46.01 \
    most_common_cell "dfrtn_1" \
    synthCells 259 \
    topCellsByArea "dfrtn_1 46%, mux2_2 18%, mux4_1 6.8%" \
    gp_congestion 0.8891 \
    htreeDepth 3 \
    xor_share_pct 0 \
    initial_utilization_pct 51.52 \
    dpl.hpwl_mm 6.710 \
    portBuffers 99 \
    cts_setup_buffers 120 \
    std_cell_rows 30 \
    io_pins 100 \
    cts_buffers 9 \
    synth.distinct_cells 32 \
    edf_count 0 \
    clockBufferDepth 2 \
    status "did not finish" \
    clkSinkCount 64 \
    error_line "[ERROR DPL-0036] Detailed placement failed." \
    synth_simple_gate_area_share_pct 5.464 \
    lastStage "clock tree synthesis (4_1_cts)" \
    ys.flops 64 \
]
## metrics by stage
stage,area (sq um),total power [mW],hold slack [ns]
after floorplan,3518,1.673,0.4069
after global placement,5295,2.555,0.4275
after detailed placement,5295,2.576,0.4355
## logic make-up after synthesis
| logic type | after synthesis |
|---|---|
| multiplexers | 86 |
| flip-flops | 64 |
| AND-OR/OR-AND | 40 |
| buffers and inverters | 36 |
| AND/OR/NAND/NOR | 33 |
Power and IR drop assume default switching activity.
