==> /design/flow/design.v <==
module ALU
(
  input [7:0] src_a, src_b, 
  input [2:0] ctrl,
  output reg [7:0] result, 
  output reg z
);
	always@*
	begin
		case(ctrl)
			3'b000 : result = src_a + src_b;
			3'b001 : result = src_a + ~src_b + 1;
			3'b010 : result = src_a & src_b;
			3'b011 : result = src_a  | src_b;
			3'b100 : result = src_a^src_b;
			3'b101 : result = (src_a < src_b) ? 1 : 0;
			default:
				result = 3'b0;
		endcase
		z = (result == 8'b0) ? 1 : 0;
	end
endmodule
==> /design/flow/run.sh <==
#!/bin/bash
# OpenROAD 26Q1-2900-gdf79404cd8, Yosys 0.63+post, stock flow scripts
make -C /OpenROAD-flow-scripts/flow DESIGN_CONFIG=/design/flow/config.mk WORK_HOME=/design/flow/orfs finish
==> /design/flow/config.mk <==
export PLATFORM = sky130hd
export DESIGN_NAME = ALU
export DESIGN_NICKNAME = ALU
export VERILOG_FILES = /design/flow/design.v
export SDC_FILE = /design/flow/constraint.sdc
export NUM_CORES = 4
export LEC_CHECK = 1
export CORE_AREA = 10 10 91 91
export DIE_AREA = 0 0 101 101
==> /design/flow/constraint.sdc <==
current_design ALU

set clk_period 3.7
set clk_io_pct 0.2

create_clock -name clk0 -period $clk_period

set non_clock_inputs [all_inputs -no_clocks]
set_input_delay [expr $clk_period * $clk_io_pct] -clock clk0 $non_clock_inputs
set_output_delay [expr $clk_period * $clk_io_pct] -clock clk0 [all_outputs]
==> results.sh <==
# implementation run metrics
export IMPL_status="completed"
export IMPL_overflow=0
export IMPL_avgViaCountPerCell=4.52
export IMPL_mapped_area_mm2=0.00120
export IMPL_floorplanUtilization_pct=19.0
export IMPL_ir_drop_uv=73.3
export IMPL_route_final_wire_length_mm=4.37
export IMPL_ys_warn_count=1
export IMPL_final_fill_count=624
export IMPL_xor_area_share_pct=0.728
export IMPL_numSequentialCells=0
export IMPL_synth_mux_area_fraction_pct=2.70
export IMPL_gr_usage_all_layers_pct=8.25
export IMPL_detailroute_via_count=1482
export IMPL_tool_warnings=51
export IMPL_timing_hold_violations_final=0
export IMPL_pre_cts_slack_ps=-716
export IMPL_post_route_clock_period_utilization_pct=97.7
export IMPL_antenna_violating_nets_post_route=0
export IMPL_post_route_min_period_ps=3610
export IMPL_number_of_clock_buffers_in_the_layout=0
export IMPL_antenna_found_initial=0
export IMPL_via_count_of_the_first_global_routing_pass=1509
export IMPL_core_area_mm2=0.00635
export IMPL_cell_count_listed_in_synth_stat_txt=163
export IMPL_post_synth_cell_area_avg_um2=7.38
export IMPL_total_die_area_mm2=0.0102
export IMPL_worst_hold_slack_ps=2140
export IMPL_area_grow_syn2layout_pct=87.9
export IMPL_power_density_mw_per_mm2=137
export IMPL_ys_sh_adder_pct=29.3
export IMPL_die_y_um=101
export IMPL_io_pins=28
export IMPL_max_cap_viol_count=0
export IMPL_cp_slowest_cell="sky130_fd_sc_hd__clkdlybuf4s50_1"
export IMPL_startpoint_type="input port"
export IMPL_wl_per_cell_um=13.3
export IMPL_place_port_buffers=28
export IMPL_rsz0062_at_grt="true"
export IMPL_timing_critical_path_fanout_max=3
export IMPL_timing_worst_setup_path_type="in -> out"
export IMPL_critical_path_cell_chain="clkdlybuf4s15_1, buf_6, fa_2, o21ba_4, nor4_4, nor3b_2, o32a_1, o21ai_2, buf_4, clkdlybuf4s50_1"
export IMPL_report_final_slew_viol_count=0
export IMPL_route_antenna_diode_count=0
export IMPL_fmax_mhz=277
export IMPL_critPathCaptureType="primary output"
export IMPL_tightest_pin_transition_ps=492
export IMPL_post_route_drc_count=0
export IMPL_yosys_stat_area_mm2=0.00120
export IMPL_drt_pre_antenna_iters=4
export IMPL_maxSlewHeadroom_pct=66.7
export IMPL_mostFrequentLayoutCell="sky130_fd_sc_hd__buf_4"
export IMPL_synth_lib_cells_used_distinct=54
export IMPL_pin_count_of_the_biggest_net_entering_global_routing=12
export IMPL_cp_required_ps=2960
export IMPL_totalPowerFinal_w=0.000310
export IMPL_post_synth_inst_count=163
export IMPL_synth_comb_largest_family="AND-OR/OR-AND gates"
export IMPL_compound_area_share_pct=30.8
export IMPL_drive_gt1_share_pct=52.2
export IMPL_holdCritPathClass="in -> out"
export IMPL_std_cell_rows=29
export IMPL_initialDrtViolationCount=75
export IMPL_cp_arrival_ps=2870
export IMPL_register_area_um2=0
export IMPL_grt_first_pass_wirelength_mm=7.20
export IMPL_lay_top_cells="sky130_fd_sc_hd__buf_4, sky130_fd_sc_hd__ha_1, sky130_fd_sc_hd__inv_2"
export IMPL_leakagePower_nw=1.07
export IMPL_gp_congestion=0.853
export IMPL_synth_sequential_area_ratio_pct=0
export IMPL_timing_final_ws_setup_ps=85.9
export IMPL_logic_area_mm2=0.00132
export IMPL_crit_path_max_incr_delay_ps=450
export IMPL_detailedPlacementHpwl_mm=3.55
export IMPL_finalSetupViolations=0
export IMPL_yosys_area_share_simple_pct=25.5
export IMPL_die_width_um=101
-- cell families (layout without fill, tap and decap cells) --
| family | after synthesis | after routing |
|---|---|---|
| AND-OR/OR-AND | 51 | 51 |
| XOR/XNOR | 1 | 1 |
| buffers and inverters | 30 | 118 |
| AND/OR/NAND/NOR | 52 | 52 |
| adder cells (fa/ha/maj) | 27 | 27 |
| multiplexers | 2 | 2 |
-- layer usage --
layer	up-vias	track usage [%]	routed length [um]
met5	-	0	0
met4	0	0	0
met3	0	0.832	209
met2	25	13.7	2000
met1	683	11.9	2160
li1	774	-	-
-- power by group --
group	switching, W	internal, W	total, W
combinational	0.000135	0.000175	0.000310
clock	0	0	0
sequential	0	0	0
-- timing repair --
item | in CTS | in global routing
setup buffers | 4 | 3
resized | 67 | 38
gates cloned | 0 | 1
endpoints found under the hold margin | 0 | 0
hold buffers | 0 | 0
pin swaps | 23 | 10
setup endpoints to repair | 9 | 7
-- Yosys cell counts (3+ instances only) --
cell type	n	share of area (%)
sky130_fd_sc_hd__ha_1	25	26
sky130_fd_sc_hd__inv_1	21	6.5
sky130_fd_sc_hd__nand2_1	9	2.8
sky130_fd_sc_hd__nor2_1	9	2.8
sky130_fd_sc_hd__o211ai_1	7	4.4
sky130_fd_sc_hd__o21ai_0	6	2.5
sky130_fd_sc_hd__a21oi_1	5	2.1
sky130_fd_sc_hd__nand2b_1	5	2.6
sky130_fd_sc_hd__nor2b_1	5	2.6
sky130_fd_sc_hd__a211oi_1	4	2.5
sky130_fd_sc_hd__buf_2	4	1.7
sky130_fd_sc_hd__a31oi_1	3	1.6
sky130_fd_sc_hd__and3_1	3	1.6
sky130_fd_sc_hd__nor3_1	3	1.2
sky130_fd_sc_hd__o21ai_1	3	1.2
sky130_fd_sc_hd__o21bai_1	3	1.9
sky130_fd_sc_hd__or3_1	3	1.6
-- layout make-up --
cell class | count | share of cell area (%)
Inverter | 22 | 3.65
Multi-Input combinational cell | 133 | 58.2
Tap cell | 77 | 4.26
Timing Repair Buffer | 96 | 33.9
-- per-stage QoR --
stage                     instance area (um2)  instances  utilization, %  TNS, ps
after floorplan                          1200        163               -        0
after global placement                   2000        322            31.4    -3610
after detailed placement                 2000        322            31.4    -3420
after CTS                                2180        325            34.3    -7.66
after global routing                     2260        328            35.6    -40.9
final                                    2260        328            35.6        0
-- worst max-delay path: cells and delay by family --
| family | cells | cell delay [ps] |
|---|---|---|
| AND-OR/OR-AND | 3 | 470 |
| AND/OR/NAND/NOR | 2 | 380 |
| buffers and inverters | 4 | 910 |
| adder cells (fa/ha/maj) | 1 | 360 |
-- path summary, 6_finish.rpt --
| check | cells past startpoint | slack, ps | from | end |
|---|---|---|---|---|
| max | 10 | 90 | src_b[1] | result[6] |
| min | 6 | 2140 | src_a[5] | result[5] |
No activity file was given, so power comes from the tool's default toggle rates.
