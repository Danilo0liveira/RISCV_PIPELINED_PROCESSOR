[./design.v]
module DataMemory
(
	input rst, clk, write_enable,
	input [7:0] address, write_data,
	output reg [7:0] rd
);
	reg [7:0] memory [255:0];
	always@*
	begin
		rd = memory[address];
	end
	always@(posedge clk or negedge rst)
	begin
		if(!rst)
		begin
			integer i;
			for(i=0; i<256;i=i+1)
			begin
				memory[i] <= 8'b0;
			end
		end
		else if(write_enable)
			memory[address] <= write_data;
	end
endmodule
[./run.sh]
#!/bin/bash
# OpenROAD 26Q1-2900-gdf79404cd8, Yosys 0.63+post, stock flow scripts
make -C /OpenROAD-flow-scripts/flow DESIGN_CONFIG=/design/flow/config.mk WORK_HOME=/design/flow/orfs finish
[./constraint.sdc]
current_design DataMemory

set clk_period 6.0
set clk_io_pct 0.2

create_clock -name clk0 -period $clk_period [get_ports {clk}]

set non_clock_inputs [all_inputs -no_clocks]
set_input_delay [expr $clk_period * $clk_io_pct] -clock clk0 $non_clock_inputs
set_output_delay [expr $clk_period * $clk_io_pct] -clock clk0 [all_outputs]
[./config.mk]
export PLATFORM = sky130hd
export DESIGN_NAME = DataMemory
export DESIGN_NICKNAME = DataMemory
export VERILOG_FILES = /design/flow/design.v
export SDC_FILE = /design/flow/constraint.sdc
export NUM_CORES = 4
export LEC_CHECK = 1
export CORE_UTILIZATION = 50
==> CHANGELOG.md <==
## Implementation

* Result of the run: complete, but fails checks
* Failing checks: max-slew violations, negative setup slack
* Max capacitance violation total at 0
* Synth Area in Adders at 0%
* Static Leak at 55.5 nW
* Fraction of layout cells with a size suffix above 1 at 49.0%
* PwrDens at 276 nW/um2
* Clock Tree Root: sky130_fd_sc_hd__clkbuf_16
* Tightest Hold Check Type: primary input to asynchronous set/reset pin
* Combined buffer and inverter count along the critical path at 9
* Pre-placement core utilization at 50.3%
* Port buffer count at 26
* Max-slew violation count at 2
* Gate family responsible for the most delay along the worst path: buffers and inverters
* Worst relative slew slack at -0.205%
* Clock latency reported for the late side of the worst-skew pair at 0.89 ns
* Dominant cells by area after synthesis: sky130_fd_sc_hd__dfrtp_1 (56%), sky130_fd_sc_hd__mux2_2 (25%), sky130_fd_sc_hd__a22oi_1 (3.6%), sky130_fd_sc_hd__nand3_1 (1.8%), sky130_fd_sc_hd__a32oi_1 (1.8%)
* Clock Pin Slew Worst Setup and Hold Paths at 0.06 ns
* Highest clock rate at 0.155 GHz
* CTS tree: yes
* Area growth from synthesis to layout at 24.9%
* Least-Margin Pin Slew at 1.50 ns
* Fraction of registers with async set or reset after synthesis at 100%
* Crit Path Category: primary input to primary output
* Wire per inst at 54.8 um
* Ordered list of cells on the worst path: buf_4 -> buf_12 -> buf_4 -> nor4bb_4 -> buf_12 -> buf_12 -> and2_1 -> buf_4 -> a22oi_2 -> o2111ai_2 -> buf_4 -> nor4_4 -> a31oi_2 -> buf_4 -> clkdlybuf4s50_1
* Number of sinks driven by the clock tree at 2048
* Final Hold Violation Tally at 0
* Largest net degree at the start of global routing at 125
* Global-route wire length before repair at 767000 um
* Endpoint arrival time on the critical path at 5.24 ns
* Xor+xnor area frac at 0.0285%
* Area of all placed cells without fillers at 115000 um2
* Remaining design rule violation count at 0
* Via count at 83700
* Die Span X at 431 um
* Total power at 31.8 mW
* Main logic family after synthesis: multiplexers
* Largest reg by FF count: memory
* Shortest period the worst path allows at 6.44 ns
* Syn Inst Count at 6977
* Vias in the first global route at 80600
* Most common cell in the synthesized netlist: sky130_fd_sc_hd__dfrtp_1
* Pre-Repair DR Iteration Count at 9
* OpenROAD warnings at 73
* Library cell appearing most often on the critical path: sky130_fd_sc_hd__buf_4
* Yosys warning tally at 2
* Yosys stat cell total at 6977
* Number of antenna violations at the first check in global routing at 95
* Area of the chip at 186000 um2
* Post-synthesis sequential area ratio at 55.6%
* Synthesized area per cell at 13.2 um2
* Flops after synth at 2048
* Max reg flops at 2048
* Synth area leader: sky130_fd_sc_hd__dfrtp_1
* Worst Clk Skew at 0 ns
* Critical path launch point type: primary input
* Fin worst setup slack at -0.442 ns
* Maximum level of the CTS H-tree at 4
* Post-synth design cell area at 92100 um2
* Number of enable flip-flop cells at 0
* Num rows at 157
* Compound-Gate Fraction of Synth Area at 9.48%
* Critical path fanouts, max at 17
* Type of element capturing the critical path: primary output
* Post-CTS Hold Buffers at 0
* Area figure in the yosys stat output at 92100 um2
* TritonCTS Buffers at 218
* Share of synthesized cell area in and, or, nand and nor gates at 6.69%
* Largest regs: memory: 2048 flops
* Count of antenna-violating nets left after detailed routing at 0
* Final weighted congestion in routability-driven placement at 1.23
* GRT Overall Usage at 66.8%
* Leftover overflow at the end of global routing at 0
* Violation count after the first detailed-routing iteration at 10900
* Count of endpoints failing setup in the final report at 7
* RSZ-0062 raised after global routing: yes
* Synth top area share at 55.6%
* Main flop type after synthesis: sky130_fd_sc_hd__dfrtp_1
* Share of the clock period used by the worst path after layout at 107%
* Max VDD drop at 250 uV
* Total half-perimeter wirelength after legalization and detailed placement at 415000 um
* Chip height at 431 um
* Worst hold slack across all endpoints at 0.198 ns
* Count of boundary I/O pins at 27
* WL final at 587000 um
* List of most frequent post-synthesis cells: sky130_fd_sc_hd__dfrtp_1 (2048), sky130_fd_sc_hd__mux2_2 (2031), sky130_fd_sc_hd__a22oi_1 (439)
* Data required time of the critical path at 4.80 ns
* Area of the core at 183000 um2
* Post-detailed-placement cell area at 105000 um2
* Largest buffer count on any clock path at 3
* Max stage delay cell, worst path: sky130_fd_sc_hd__a22oi_2
* Maximum single-stage delay on the critical path at 0.63 ns
* Via-to-Cell Ratio at 7.81
* Cell Type Count at 83
* Sum Neg Setup Slack at -1.50 ns
* Fraction of synthesized area in multiplexers at 25.1%
where the power goes:
group | internal [mW] | leakage [nW] | total, mW | switching, mW
clock | 8.32 | 3.73 | 14.4 | 6.04
sequential | 14.5 | 28.2 | 14.9 | 0.450
combinational | 0.904 | 23.5 | 2.51 | 1.61
layout by cell type, fill, tap and decap left out, drive strengths merged, types with 10 or more instances in the layout:
cell type,n
mux2,2049
dfrtp,2048
buf,1345
a22oi,439
nand3,344
clkbuf,335
nand2,243
a32oi,191
o22ai,165
nor2,155
diode,125
nand4,115
a22o,72
and3,63
nor4,62
a222oi,59
a21oi,51
clkinv,47
a221oi,32
or4,30
nor3,28
a2111oi,25
bufinv,18
a32o,15
o21ai,15
and2,15
o211ai,11
nor4bb,10
and4,10
path summary, 6_finish.rpt:
| check | startpoint | slack, ns | to | cells past startpoint |
|---|---|---|---|---|
| min in group clk0 | memory[197][7] | 0.50 | memory[197][7] | 1 |
| worst min-delay path | rst | 0.20 | memory[51][1] | 1 |
| worst max register to register | memory[20][3] | 4.81 | memory[20][3] | 1 |
| max in group asynchronous | rst | 3.77 | memory[239][0] | 3 |
| worst max-delay path | address[1] | -0.44 | rd[4] | 15 |
| worst min register to register | memory[197][7] | 0.50 | memory[197][7] | 1 |
logic make-up after synthesis:
kind of cell | Yosys count
buf+inv | 613
xor+xnor | 3
flops | 2048
compound gates | 1125
mux | 2051
simple gates | 1137
repair_timing:
action / in CTS / in global routing
endpoints found under the setup margin: 8 / 7
buffers inserted: 39 / 29
cloned: 1 / 2
pin swaps: 46 / 63
resized: 175 / 113
per-stage QoR:
step           util [%]  std cells  setup slack, ns
6_report           62.8      10700           -0.442
5_1_grt            62.7      10600           -0.223
4_1_cts            62.2      10600         0.000509
3_5_place_dp       57.4      10100           -0.970
3_3_place_gp       57.4      10100            -2.02
2_1_floorplan         -       6977             1.38
layer usage:
layer / vias to the layer above / track usage (%) / part of all wire (%)
met5: - / 38.4 / 1.3
met4: 152 / 57.2 / 12
met3: 3482 / 57.8 / 20
met2: 9217 / 77.2 / 36
met1: 42000 / 70.8 / 30
li1: 28800 / - / -
area by class of cell:
type / instances / area [um2]
Fill cell: 13400 / 68100
Inverter: 5 / 18.8
Sequential cell: 2048 / 51200
Clock inverter: 71 / 946
Multi-Input combinational cell: 4316 / 39600
Tap cell: 2464 / 3080
Antenna cell: 125 / 313
Clock buffer: 331 / 6590
Timing Repair Buffer: 1357 / 13200
Power is estimated from default activity; no workload was simulated.
